--- /design/flow/design.v ---
`timescale 1ns / 1ps
module add(
    input a,b,cy_in,
    output reg sum,cy_out
    );
    always@(*)
    begin
    sum = a^b^cy_in;
    cy_out = (a&b)|cy_in&(a^b);
    end
endmodule
`timescale 1ns / 1ps
module add_4(
    input [3:0]x,y,
    input cy_in,
    output [3:0] s, 
    output cy_4
    );
    wire [2:0]cy_out;
    add B0 (x[0],y[0],cy_in,s[0],cy_out[0]);
    add B1 (x[1],y[1],cy_out[0],s[1],cy_out[1]);
    add B2 (x[2],y[2],cy_out[1],s[2],cy_out[2]);
    add B3 (x[3],y[3],cy_out[2],s[3],cy_4);
endmodule
--- /design/flow/run.sh ---
#!/bin/bash
# OpenROAD 26Q1-2900-gdf79404cd8, Yosys 0.63+post, stock flow scripts
make -C /OpenROAD-flow-scripts/flow DESIGN_CONFIG=/design/flow/config.mk WORK_HOME=/design/flow/orfs finish
--- /design/flow/config.mk ---
export PLATFORM = sky130hd
export DESIGN_NAME = add_4
export DESIGN_NICKNAME = add_4
export VERILOG_FILES = /design/flow/design.v
export SDC_FILE = /design/flow/constraint.sdc
export NUM_CORES = 4
export LEC_CHECK = 1
export CORE_AREA = 10 10 70 70
export DIE_AREA = 0 0 80 80
--- /design/flow/constraint.sdc ---
current_design add_4

set clk_period 5.0
set clk_io_pct 0.2

create_clock -name clk0 -period $clk_period

set non_clock_inputs [all_inputs -no_clocks]
set_input_delay [expr $clk_period * $clk_io_pct] -clock clk0 $non_clock_inputs
set_output_delay [expr $clk_period * $clk_io_pct] -clock clk0 [all_outputs]
==> out/writeup.txt <==
The run finished with clean final reports. Before placement the cells fill 4.32% of the core. The filler cells instantiated in the layout total 410.

The worst setup path category was in -> out. The type of the tightest min-delay check is in -> out. The layout report lists the combined flip-flop and latch area as 0 µm². According to the floorplan report, the total die area is 6400 µm². The run gives 74 for the cell count after placement.

Per the OpenROAD floorplan log, the height of the die is 80 µm. For the worst IR drop on VDD, the log shows 0.0281 mV. With the synthesized area divided by synthesized cell count at 8.20 µm², the post-synthesis chip area from yosys is 148 µm². In the finished design, the share of the clock period the worst path needs comes to 89.5%. The count of buffers added by post-CTS timing repair for setup was 0; the critical path data arrival time was 3.48 ns. The post-synthesis instance total is 18, and the hold buffer count at CTS is 0. The worst path in the final design needs a cycle of 4.48 ns, including I/O delays and setup. The detailed placement HPWL was 422 µm; the total grt overflow was 0.

The tools report the warning count from the yosys run as 1. The number of distinct standard cells referenced by the synthesized netlist was 3. The final route contains 123 vias.

The largest net degree at the start of global routing is 2, and the met1 track demand over resource is 1.67%. The met3 demand-to-capacity share in global routing was 0.909%. The last timing report of the flow puts the setup violation total at 0. After detailed routing, the average wire length per cell comes to 5.72 µm.

For the area of the multi-input gates, the log shows 80.1 µm². The fraction of final layout cells sized beyond drive strength 1 is 0%. Routing resource usage on met2 recorded by global route was 2.01%. The run gives 80 µm for the die extent in x. For the share of the core filled with cells in the final layout, the log shows 9.23%.

Wires add up to 423 µm. Sort of element at the start of the critical path: an input pin. With the power density normalized to cell area at 90.0 nW/µm², the non-filler instance count after layout is 74. Of the synthesized area, sequential elements account for 0%. Per the final report, max-transition violations number 0.

Along the worst hold path, the cell count comes to 5. The run gives 1 for the number of optimization iterations in the first detailed-route pass. After global routing, the most crowded layer is met2.

The number of OpenROAD warnings is 32. The slew check shows that the tightest pin keeps a relative margin of 92.9%. The final report gives the standard cell area, fillers excluded, as 315 µm². In the finished layout, the clock tree contains a buffer count of 0. The area added between synthesis and finish is 114%, and the number of failing hold endpoints at the final stage is 0. Nets still carrying antenna violations after routing amount to 0.

The run gives 1.35% as the global routing usage summed across all routing layers. The run reported a max-capacitance violation count of 0. Before any placement, the netlist area is recorded as 148 µm². The average via count per standard cell is 1.66. The DRC violation total left in the routed layout is recorded as 0. The count of inserted antenna diode cells was 0. Highest clock rate: 223 MHz.

The leakage dissipation is 0.000137 µW. According to the floorplan log, the row count is 21. The global placer's final weighted congestion is 0.790, and the initial antenna violation count is 0. The final setup TNS came out at 0 ns. The logs give 0 for the count of flip-flops and latches and 683 µm for the first-pass GRT wire length. The highest net fanout along the worst path was 1. The total cell area at the placement stage came out at 315 µm². The data required time reported for the critical path is 4.00 ns.

The endpoint of the worst hold path is reported as s[0]. For the via count of the first global-routing pass, the log shows 153. After the first detailed-routing iteration, the DRC count stood at 0.

After synthesis, the design contains 18 cells according to Yosys. Per the OpenROAD floorplan log, the area of the core is 3420 µm². The run gives 0 for the cell resize tally after clock tree synthesis. The pin slew with the least headroom to its limit is 0.106 ns. The tools report the I/O pin total as 14. The hold path startpoint is x[0]. The tools report the capturing element type of the critical path as a primary output. Setup repair after global routing left no endpoint under its margin.

Port buffering added 14 buffers.
per-stage QoR:
stage | total power, µW | hold WS [ns] | setup slack [ns]
floorplan | 13.7 | 2.22 | 1.42
global placement | 29.0 | 3.04 | 0.538
detailed placement | 29.5 | 3.06 | 0.484
CTS | 29.7 | 3.06 | 0.476
global route | 33.3 | 3.12 | 0.328
finish | 28.4 | 3.05 | 0.525
cell type report:
cell class / count / share of cell area (%)
repair buffers: 14 / 44.4
multi-input cells: 4 / 25.4
well taps: 46 / 18.3
inverters: 10 / 11.9
layout by cell type, fill, tap and decap left out:
cell,n
sky130_fd_sc_hd__clkdlybuf4s50_1,14
sky130_fd_sc_hd__inv_1,10
sky130_fd_sc_hd__fa_1,4
power by group:
group | switching, µW | internal (µW)
Combinational | 7.83 | 20.5
Sequential | 0 | 0
Clock | 0 | 0
Total | 7.83 | 20.5
how the worst max path moves through the flow:
stage,depth (start not counted),start,endpoint
global route,10,y[0],s[3]
CTS,10,y[0],s[3]
finish,10,y[0],s[3]
cell families after synthesis:
family	after synthesis	share of synthesized area, %
adders and majority gates	4	54.2
buffers and inverters	14	45.8
critical path: stages:
cell and delay [ns]:
sky130_fd_sc_hd__clkdlybuf4s50_1 0.39, sky130_fd_sc_hd__inv_1 0.08, sky130_fd_sc_hd__fa_1 0.17, sky130_fd_sc_hd__inv_1 0.05, sky130_fd_sc_hd__fa_1 0.40, sky130_fd_sc_hd__fa_1 0.38
sky130_fd_sc_hd__inv_1 0.07, sky130_fd_sc_hd__fa_1 0.40, sky130_fd_sc_hd__inv_1 0.06, sky130_fd_sc_hd__clkdlybuf4s50_1 0.47
synthesized netlist by cell type:
master	number	area, µm²
sky130_fd_sc_hd__buf_4	4	30.0
sky130_fd_sc_hd__fa_1	4	80.1
sky130_fd_sc_hd__inv_1	10	37.5
routing by layer:
metal	routed length [µm]	share of wire, %	vias to the layer above
li1	-	-	60
met1	201	48	50
met2	117	28	13
met3	103	24	0
met4	0	0	0
met5	0	0	-
Power and IR drop assume default switching activity.
